**./design.v**
```verilog
module flex_counter
    #(parameter CNT_WIDTH = 8)
    (input logic CLK, nRST,
     input logic enable,
     input logic clear,
     input logic [CNT_WIDTH-1:0] rollover_val, 
     input logic [CNT_WIDTH-1:0] flag_compare,
     output logic [CNT_WIDTH-1:0] count,
     output logic match_flag);
    logic [CNT_WIDTH-1:0] next_count;
    assign next_count = (clear == 1'b1)?            {CNT_WIDTH{1'b0}} :
                        (enable == 1'b0)?           count :
                        (count == rollover_val)?    1 : count + 1;
    always_ff @(posedge CLK, negedge nRST) begin
        if(nRST == 1'b0) begin
            count <= {CNT_WIDTH{1'b0}};
            match_flag <= (flag_compare == 0);
        end
        else begin
            count <= next_count;
            match_flag <= (next_count == flag_compare);
        end
    end
endmodule
module hex_display
    #(parameter NUM_SEGMENTS = 8,
      parameter BITS_PER_NIBBLE = 4)
(
                   input logic [BITS_PER_NIBBLE-1:0] hex_char,
                   input logic enable_dp,
                   output logic [NUM_SEGMENTS-1:0] SS
);
    assign SS[NUM_SEGMENTS-1] = enable_dp;
    logic [(1<<BITS_PER_NIBBLE)-1:0][NUM_SEGMENTS-2:0] hex_char_lut = {
        7'b1000000,    
        7'b1111001,    
        7'b0111011,    
        7'b0110000,    
        7'b0011001,    
        7'b0010010,    
        7'b0000010,    
        7'b1111000,    
        7'b0000000,    
        7'b0010000,    
        7'b0001000,    
        7'b0000011,    
        7'b1000110,    
        7'b0100001,    
        7'b0000110,    
        7'b0001110     
    };
    assign SS[NUM_SEGMENTS-2:0] = hex_char_lut[hex_char];
endmodule
module ss_display
    #(parameter NUM_DISPLAYS = 6,
      parameter NUM_SEGMENTS = 8)
    (input logic CLK, 
     input logic nRST,
     input logic load_enable,
     input logic [4*NUM_DISPLAYS-1:0] number,
     input logic [NUM_DISPLAYS-1:0] en_mask,
     output logic [NUM_DISPLAYS-1:0][NUM_SEGMENTS-1:0] SS
    );
    localparam COUNT_WIDTH = 3;    
    logic [NUM_DISPLAYS-1:0] en_mask_ff;
    logic [4*NUM_DISPLAYS - 1:0] number_ff;
    logic [NUM_SEGMENTS-1:0] update_SS;
    logic [3:0] hex_char;    
    logic [NUM_DISPLAYS-1:0][NUM_SEGMENTS-1:0] next_SS;
    logic active;
    logic active_ff;
    logic done;
    logic [COUNT_WIDTH-1:0] display_idx;  
    assign hex_char = number_ff[4*display_idx +: 4];
    assign active = (load_enable || active_ff);
    always_ff @(posedge CLK, negedge nRST) begin
        if(nRST == 1'b0) begin
            number_ff <= 0;
            en_mask_ff <= 0;
            active_ff <= 1'b0;
        end
        else begin
            number_ff <= (load_enable == 1'b1)? number : number_ff;
            en_mask_ff <= (load_enable == 1'b1)? en_mask : en_mask_ff;
            active_ff <= (~done && load_enable);
        end
    end
    hex_display lut(.hex_char(hex_char),
                    .enable_dp(1'b0),
                    .SS(update_SS));
    flex_counter #(.CNT_WIDTH(COUNT_WIDTH)) sampler
                        (.CLK(CLK), .nRST(nRST),
                         .enable(active),
                         .clear(1'b0),
                         .rollover_val(NUM_DISPLAYS),
                         .flag_compare(NUM_DISPLAYS),
                         .count(display_idx),
                         .match_flag(done)
                         );
    always_comb begin
        next_SS = SS;     
        if(active) begin
            next_SS[display_idx] = update_SS;
        end
    end
    always_ff @(posedge CLK, negedge nRST) begin
        if(nRST == 1'b0) begin
            for(int i = 0; i < NUM_DISPLAYS; i++) begin
                SS[i] <= {NUM_SEGMENTS{1'b1}};    
            end
        end
        else begin
            SS <= next_SS;
        end
    end
endmodule
module synchronizer
        #(parameter RESET_VALUE = 1'b0)
        (input logic CLK, 
        input logic nRST,
        input logic signal,
        output logic signal_sync
        );
    logic signal_ff;
    always_ff @(posedge CLK, negedge nRST) begin
        if(nRST == 1'b0) begin
            signal_ff <= RESET_VALUE;
            signal_sync <= RESET_VALUE;
        end
        else begin
            signal_ff <= signal;
            signal_sync <= signal_ff;
        end
    end
endmodule
module test0(input logic CLK,            
             input logic nRST,           
             input logic [3:0] PB,       
             input logic [9:0] SW,       
             output logic [9:0] LEDR,    
             output logic [5:0][7:0]SS   
);
    logic [23:0] count;
    logic match;
    localparam NUM_PUSH_BUTTONS = 4;
    localparam NUM_SLIDE_SWITCHES = 10;
    logic [NUM_PUSH_BUTTONS-1:0] PB_sync;
    logic [NUM_SLIDE_SWITCHES-1:0] SW_sync;
    assign LEDR = 10'b1100100101;
    generate
        genvar i;
        for(i = 0; i < NUM_PUSH_BUTTONS; i++) begin : myPBs
            synchronizer #(0) sync_anon (.CLK(CLK),
                                    .nRST(nRST),
                                    .signal(PB[i]),
                                    .signal_sync(PB_sync[i]));
        end
    endgenerate
    generate
        genvar j;
        for(j = 0; j < NUM_SLIDE_SWITCHES; j++) begin : mySWs
            synchronizer #(0) sync_anon (.CLK(CLK),
                                    .nRST(nRST),
                                    .signal(SW[j]),
                                    .signal_sync(SW_sync[j]));
        end
    endgenerate
    ss_display ssDriver(.CLK(CLK),
                        .nRST(nRST),
                        .number(count),
                        .en_mask(6'b101111),
                        .SS(SS));
    flex_counter #(.CNT_WIDTH(24)) cnt(.CLK(CLK), 
                     .nRST(nRST),
                     .enable(SW_sync[0]), 
                     .clear(SW_sync[9]),
                     .rollover_val(24'hFFFFFF),
                     .flag_compare(24'h800000),
                     .count(count),
                     .match_flag(match));
endmodule
```
**./run.sh**
```bash
#!/bin/bash
# OpenROAD 26Q1-2900-gdf79404cd8, Yosys 0.63+post, stock flow scripts
make -C /OpenROAD-flow-scripts/flow DESIGN_CONFIG=/design/flow/config.mk WORK_HOME=/design/flow/orfs finish
```
**./config.mk**
```make
export PLATFORM = sky130hd
export DESIGN_NAME = test0
export DESIGN_NICKNAME = test0
export VERILOG_FILES = /design/flow/design.v
export SDC_FILE = /design/flow/constraint.sdc
export NUM_CORES = 4
export LEC_CHECK = 1
export CORE_UTILIZATION = 30
```
**./constraint.sdc**
```tcl
current_design test0

set clk_period 1.9
set clk_io_pct 0.2

create_clock -name clk0 -period $clk_period [get_ports {CLK}]

set non_clock_inputs [all_inputs -no_clocks]
set_input_delay [expr $clk_period * $clk_io_pct] -clock clk0 $non_clock_inputs
set_output_delay [expr $clk_period * $clk_io_pct] -clock clk0 [all_outputs]
```
==> writeup.txt <==
The run finished with clean final reports. TritonCTS built the clock tree. Buffers added to address setup during post-CTS repair amount to 0.

At the end of routability-driven placement, the weighted congestion stood at 0.7706. The tools report the storage element area as 1338 µm². The site row count is 29. Once detail routing completed, the nets flagged for antenna violations numbered 0. The maximum clock frequency is 597.0 MHz. The endpoint class of the critical path is a primary output.

Summing all placed instances gives a cell area of 2600 µm². Summing the sequential cell areas from Yosys gives 65.60% of the chip area. Looking at the setup timing report, the critical path kind is reg -> out.

The detailed router reported a total wirelength of 3274 µm. Per the summary, power density relative to cell area is 658.0 nW/µm². The final routed wire length divided by cell count is 12.08 µm, and the yosys stat cell total is 137.

The post-synthesis cell count was 137. Clock-pin slew was measured on the worst setup and hold paths at 90 ps. The footprint of the multi-input gates came out at 624.3 µm². The number of buffers and inverters on the critical path is 1, and the number of storage elements in the synthesis netlist is 51. The library cell with the largest summed area after synthesis was dfstp_2. In this run the cell area of the synthesized design comes to 2037 µm².

The post-layout instance area was 2700 µm²; the total leakage power was 1.041 nW. The first global-routing pass estimated 5678 µm of wire. The number of antenna violations at the first check in global routing was 0; the post-cts repair resize count was 0. The most common logic cells in the final layout are 48 x clkdlybuf4s50_1, 48 x dfstp_2, 16 x and2_1, 10 x a21boi_0, 10 x conb_1. Summed over all failing endpoints, the final setup total negative slack is 0 ps. Of the available clock period, the critical path in the final layout requires 88.16%.

In this run the count of I/O pins placed on the die edge is 74. Per the placement log, port buffering inserted 49 buffers. Setup repair after global routing left no endpoint under its margin. From left edge to right edge, the die measures 84.40 µm. Entering global routing, the biggest net connects 20 pins. Broken down by cell family, the worst path's largest delay share belongs to flip-flops.

The later pin in the worst-skew pair is clocked with a latency of 290 ps. The final number of hold-violating endpoints is 0. With the total tool warning count at 43, the worst hold slack after final layout is 294.4 ps. After global routing the overflow that remains totals 0. The wire-length estimate of the detail-placed layout is 2220 µm. Counting the buffers created by CTS gives 5.

According to the floorplan report, the placeable core area is 6459 µm². With the TritonCTS sink count at 51, the cell depth of the worst setup path is 1. The worst setup timing slack at the placement stage was 280.0 ps. Class of the most critical hold timing path: in -> async. The slowest stage of the critical path belongs to the cell dfstp_2.

Summing over every cut layer, the via total after detailed routing is 1155. The endpoint required time on the critical path was 1520 ps. Relative to the synthesized area, the layout overhead comes to 32.56%. With the yosys-reported design area after synthesis at 2037 µm², the number of antenna diodes is 0. The logs give 601 for the number of filler instances in the final layout and 0 for the final number of setup-violating endpoints. The script logs the ratio of routed vias to standard cells as 4.262.

The arrival time reported for the critical path endpoint is 1300 ps. Looking at the critical path, the highest net fanout was 2. The gate-level netlist out of Yosys references 22 unique cell types. The number of hold buffers added after CTS was 0. Detailed-route iteration 0 reported a violation count of 54.

Summed over its instances, the top area cell type makes up 61.92% of the synthesized netlist area. The critical path startpoint category is a flip-flop. Per STA, the highest per-stage delay on the worst path measures 540 ps. Total power for the finished layout comes to 1.777 mW.

The count of maximum capacitance violations was 0; the number of H-tree levels was 2. The minimum clock period after layout works out to 1675 ps. The main area contributors are dfstp_2 62%, and2_1 4.9%, o311ai_4 3.9%.

The clock passes through at most 2 buffers. The number of pins with negative max-slew slack in the final report is 0. Post-route clock skew: 4.904 ps.

The run gives 5 for the number of cells traversed by the worst register-to-register path. The die is 84.40 µm tall. At the floorplan stage, the core utilization is reported as 31.54%.

For the total routing resource utilization after global routing, the log shows 10.03%. The clock tree root driver cell is clkbuf_8. The first detailed-routing pass took 23 iterations. The via count of the first global-routing pass was 1161. For reference, the critical path cell chain is clkdlybuf4s50_1. Looking at the VDD voltage map, the peak drop is 314.7 µV. After floorplanning, the die was sized to cover 7123 µm². A synthesized cell averages 14.87 µm².

The run gives 0 for the DRC violation count after routing. Setup slack closes at 224.9 ps. In the final layout, the share of cells above drive strength 1 is 36.60%. Count of synthesis-stage warnings from yosys: 10.
==> power by group <==
group / internal [mW] / switching, mW
combinational: 0.00342 / 0.0202
clock: 0.333 / 0.330
sequential: 1.09 / 0
total: 1.43 / 0.350
==> metrics by stage <==
stage	util (%)	cells
global placement	40.26	263
finish	41.81	271
global route	41.81	271
floorplan	-	145
CTS	41.81	271
detailed placement	40.26	263
==> area by class of cell <==
class                           count  area share [%]
Multi-Input combinational cell     77           23.12
Tap cell                           77           3.568
Clock buffer                        8           3.707
Sequential cell                    51           49.54
Inverter                            3          0.4171
Timing Repair Buffer               55           19.65
==> sequential cells by signal, summed over array words and instances (netlist names) <==
| register | cells |
|---|---|
| ssDriver.sampler.count | 3 |
| ssDriver.SS | 48 |
==> cell usage after synthesis <==
| master | number |
|---|---|
| a21boi_0 | 10 |
| a21o_1 | 6 |
| and2_1 | 16 |
| buf_2 | 4 |
| buf_4 | 10 |
| conb_1 | 2 |
| dfrtp_1 | 3 |
| dfstp_2 | 48 |
| ha_1 | 6 |
| inv_1 | 3 |
| mux2_2 | 1 |
| nand2_1 | 2 |
| nand2b_1 | 9 |
| nor2_1 | 1 |
| nor3_2 | 1 |
| nor3b_2 | 1 |
| nor4b_4 | 1 |
| o21a_1 | 5 |
| o21bai_1 | 3 |
| o311ai_4 | 3 |
| o31ai_4 | 1 |
| or2_0 | 1 |
==> logic make-up (layout without fill, tap and decap cells) <==
family / after synthesis / count (layout) / synth area share (%)
muxes: 1 / 1 / 0.5528
buffers and inverters: 17 / 66 / 5.221
AOI/OAI and AO/OA: 28 / 28 / 13.76
and+or+nand+nor: 32 / 32 / 10.81
adders and majority gates: 6 / 6 / 3.685
DFF: 51 / 51 / 65.60
other: 2 / 10 / 0.3687
==> final timing paths <==
kind                                            from              end  slack [ps]
max                                  ssDriver.SS[34]           SS[34]         220
min                                             nRST  ssDriver.SS[27]         290
max reg2reg                ssDriver.sampler.count[0]   ssDriver.SS[5]         290
min reg2reg                          ssDriver.SS[47]  ssDriver.SS[47]         460
max in group asynchronous                       nRST   ssDriver.SS[2]        1260
min in group clk0                    ssDriver.SS[47]  ssDriver.SS[47]         460
==> metal layers <==
layer / wire, µm / GRT usage [%] / vias up
met5: 0 / 0 / -
met4: 55 / 1.387 / 0
met3: 199 / 2.191 / 15
met2: 1422 / 14.75 / 38
met1: 1598 / 16.41 / 558
li1: - / - / 544
Power and IR drop assume default switching activity.
